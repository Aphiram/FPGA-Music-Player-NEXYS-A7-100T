===== design.v =====
`timescale 1ns / 1ps
module e5_660Hz(
    input clk_100MHz,
    output o_660Hz     
    );
    reg r_660Hz;
    reg [16:0] r_counter = 0;
    always @(posedge clk_100MHz)
        if(r_counter == 17'd75758) begin
            r_counter <= 0;
            r_660Hz <= ~r_660Hz;
            end
        else
            r_counter <= r_counter + 1;
    assign o_660Hz = r_660Hz;
endmodule

===== run.sh =====
#!/bin/bash
# OpenROAD 26Q1-2900-gdf79404cd8, Yosys 0.63+post, stock flow scripts
make -C /OpenROAD-flow-scripts/flow DESIGN_CONFIG=/design/flow/config.mk WORK_HOME=/design/flow/orfs finish

===== config.mk =====
export PLATFORM = sky130hd
export DESIGN_NAME = e5_660Hz
export DESIGN_NICKNAME = e5_660Hz
export VERILOG_FILES = /design/flow/design.v
export SDC_FILE = /design/flow/constraint.sdc
export NUM_CORES = 4
export LEC_CHECK = 1
export CORE_AREA = 10 10 92 92
export DIE_AREA = 0 0 102 102

===== constraint.sdc =====
current_design e5_660Hz

set clk_period 2.6
set clk_io_pct 0.2

create_clock -name clk0 -period $clk_period [get_ports {clk_100MHz}]

set non_clock_inputs [all_inputs -no_clocks]
set_input_delay [expr $clk_period * $clk_io_pct] -clock clk0 $non_clock_inputs
set_output_delay [expr $clk_period * $clk_io_pct] -clock clk0 [all_outputs]

==> reports/qor.log <==
[yosys] sequential element share of the synthesized area 0.440
[worst_setup_path] Worst setup EP type flop
[power] Int Power 412 uW
[routing] per-cell via count in the routed design 3.45
[final_timing] relative slew slack 0.683
[global_routing] global route total overflow 0
[routing] number of diodes 0
[floorplanning] Chip Footprint 10400 um2
[yosys] number of distinct library cells after synthesis 21
[final_timing] minimum clock period after layout 1.76 ns
[place] placer's final routability congestion estimate 0.798
[layout] Area Overhead vs Synth 18.2%
[power] switching power 90.0 uW
[final_timing] ratio of final minimum period to clock period 0.676
[worst_setup_path] Critical-path top delay cell nor4_4
[final_timing] final sum of negative setup slack 0 ns
[routing] vias after detailed routing 572
[yosys] Yosys Instances 85
[worst_setup_path] buffers and inverters on the worst path 2
[power] Pwr Density 505 nW/um2
[worst_setup_path] Crit Path Class flop to flop
[worst_setup_path] critical path's top delay family simple AND/OR/NAND/NOR gates
[worst_setup_path] nature of the critical path startpoint flop
[floorplanning] Site Rows 29
[global_routing] pin count of the biggest net entering global routing 11
[hold_path] cell count of the worst hold path 1
[floorplanning] core region area 6460 um2
[layout] share of layout cells above drive strength 1 0.225
[cts] number of H-tree branching levels 1
[yosys] cell type contributing the most total cell area after synthesis dfxtp_1
[floorplanning] horizontal die size 102 um
[worst_setup_path] Worst Path Max Fanout 8
[power] part of the total power dissipated in sequential elements 0.553
[place] placed wire-length estimate 971 um
[cts] TritonCTS clock tree done
[final_timing] transition time of the tightest slew-check pin 0.471 ns
[yosys] post-synthesis instance total 85
[routing] average wire per standard cell 8.01 um
[worst_setup_path] ordered cell list for the critical path inv_1 -> ha_1 -> nand3_1 -> nor4_4 -> buf_4
[cts] maximum clock path buffer count 2
[yosys] leading cell type by number of instances after synthesis dfxtp_1
[final_timing] final critical-path setup slack 0.842 ns
[final_timing] final clock skew 0.000883 ns
[cts] root buffer cell clkbuf_8
[power] peak supply drop 0.421 mV
[cts] clk slew on worst S/H paths 0.07 ns
[routing] drc violations 0
[layout] filler instances 729
[routing] number of iterations in the first detailed-routing pass 4
[power] proportion of power drawn by the clock network 0.447
[final_timing] unrepaired setup endpoints after global routing false
[floorplanning] initial core utilization 0.130
[final_timing] number of hold violations in the final report 0
[yosys] Synth area leaders dfxtp_1 40%, xnor2_1 11%, nor2_2 6.7%
[final_timing] Highest Clock Rate 569 MHz
[routing] Routed Antenna Nets 0
[cts] CTS buffer count 3
[worst_setup_path] arrival time at the worst endpoint 1.72 ns
[cts] Resize count post-CTS 0
[yosys] Top cell area share 0.405
[routing] routed wire length 1330 um
[final_timing] Final Max Tran Viols 0
[yosys] Post-synth EDFFs 1
[worst_setup_path] number of gates on the worst path with buffers counted 5
[global_routing] Tot GR Track Use 0.0271
[cts] buffers inserted during post-CTS setup optimization 0
[yosys] number of warnings issued by yosys 1
[power] switching share of power 0.179
[global_routing] global-route wire length before repair 2400 um
[global_routing] via count of the first global-routing pass 538
[power] logic gate share of total power 0
[yosys] Primary FF master, synth dfxtp_1
[cts] hold buffers post-CTS 0
[yosys] Synth Register Bits 18
[flow_run] number of violations of the max-capacitance limit 0
[status] run status complete, no violations
[hold_path] path class of the lowest-slack min-delay path flop to flop
[place] minimum setup slack after placement 0.844 ns
[yosys] most frequent cells after synthesis 17 x dfxtp_1, 11 x xnor2_1, 9 x nor2_2
[floorplanning] Die Span Y 102 um
[final_timing] Finish-stage setup viols 0
[global_routing] initial antenna violation count 0
[flow_run] count of warning messages emitted by the tools 26
[cts] clock latency reported for the late side of the worst-skew pair 0.25 ns
[cts] clk sinks 18
[place] I/O Buffers 1
[floorplanning] number of top-level pins 2
[worst_setup_path] logic depth of the worst register-to-register path 5
[power] static leakage 0.000307 uW
[yosys] yosys synthesis chip area 841 um2
[yosys] syn_area_per_cell 9.89 um2
[yosys] cell area after technology mapping 841 um2
[worst_setup_path] CP required 2.56 ns
[routing] number of design-rule violations left by the first detailed-router iteration 18
[worst_setup_path] slowest stage delay, CP 0.51 ns
[yosys] Async S/R FF share, synth 0
[cell type report]
class	count	area [um2]	share of cell area
Multi-Input combinational cell	62	443	0.446
Sequential cell	18	370	0.373
Tap cell	77	96.3	0.0970
Clock buffer	4	55.1	0.0554
Timing Repair Buffer	2	17.5	0.0176
Inverter	3	11.3	0.0113
[power groups by stage]
stage | logic [uW] | clock network, uW | registers (uW)
5_1_grt | 0.000130 | 246 | 277
6_report | 0.000130 | 224 | 278
4_1_cts | 0.000130 | 234 | 278
[kinds of logic (layout without fill, tap and decap cells)]
| family | Yosys count | after routing | share of synthesized area |
|---|---|---|---|
| adders and majority gates | 2 | 2 | 0.0298 |
| DFF | 18 | 18 | 0.440 |
| buffers and inverters | 5 | 9 | 0.0327 |
| and+or+nand+nor | 45 | 45 | 0.341 |
| xor gates and xnor gates | 15 | 15 | 0.156 |
[sequential cells by signal, indices dropped and copies added (netlist names)]
name,count
r_660Hz,1
r_counter,17
[layout by cell type (no fill, tap or decap)]
cell type        netlist  layout
and3_1                 1       1
dfxtp_1               17      17
nor4b_2                1       1
buf_4                  0       1
xnor2_1               11      11
clkbuf_8               0       4
nor4_4                 1       1
nor3_1                 2       2
and4_1                 1       1
xor2_1                 4       4
nor2_2                 9       9
nor4_2                 3       3
ha_1                   2       2
clkdlybuf4s50_1        0       1
inv_1                  3       3
nand4_1                5       5
nand3_1                7       7
nand2_1                5       5
nor2_1                 8       8
edfxtp_1               1       1
nand3_2                1       1
nor4_1                 1       1
[metal layers]
layer	vias up	track usage	wire, um
met5	-	0	0
met4	0	0.00542	27
met3	2	0.00954	43
met2	5	0.0430	585
met1	270	0.0352	672
li1	295	-	-
[path summary, 6_finish.rpt]
kind | end | slack (ns) | from
worst max-delay path | r_660Hz | 0.84 | r_counter[0]
worst min-delay path | r_counter[0] | 0.51 | r_counter[0]
worst max register to register | r_660Hz | 0.84 | r_counter[0]
worst min register to register | r_counter[0] | 0.51 | r_counter[0]
[through the flow]
| step | cell area [um2] | cells | hold WS [ns] | total power (uW) | utilization |
|---|---|---|---|---|---|
| 3_3_place_gp | 938 | 162 | 0.496 | 284 | 0.145 |
| 5_1_grt | 993 | 166 | 0.545 | 523 | 0.154 |
| 4_1_cts | 993 | 166 | 0.510 | 511 | 0.154 |
| 3_5_place_dp | 938 | 162 | 0.492 | 284 | 0.145 |
| 6_report | 993 | 166 | 0.507 | 502 | 0.154 |
| 2_1_floorplan | 841 | 85 | 0.461 | 284 | - |
No activity file was given, so power comes from the tool's default toggle rates.
