==> /design/flow/design.v <==
    module button_interface (
    input wire clk,                
    input wire rst_n,             
    input wire [4:0] buttons,    
    output reg play_pause,      
    output reg volume_up,       
    output reg volume_down,    
    output reg forward,         
    output reg backward         
);
    reg [4:0] buttons_prev;
    reg [4:0] buttons_debounced;
    reg [3:0] debounce_counter;
    always @(posedge clk or negedge rst_n) begin
        if (~rst_n) begin
            buttons_prev <= 5'b0;
            buttons_debounced <= 5'b0;
            debounce_counter <= 4'b0;
        end else begin
            buttons_prev <= {buttons_prev[3:0], buttons};
            if (debounce_counter < 4'd15) begin
                debounce_counter <= debounce_counter + 1;
            end
            if (debounce_counter == 4'd15) begin
                buttons_debounced <= buttons_prev;
            end
        end
    end
    always @* begin
        if (buttons_debounced[0] && !buttons_prev[0]) begin
            play_pause <= ~play_pause;
        end
        if (buttons_debounced[1] && !buttons_prev[1]) begin
            volume_up <= 1'b1;
        end else begin
            volume_up <= 1'b0;
        end
        if (buttons_debounced[2] && !buttons_prev[2]) begin
            volume_down <= 1'b1;
        end else begin
            volume_down <= 1'b0;
        end
        if (buttons_debounced[3] && !buttons_prev[3]) begin
            forward <= 1'b1;
        end else begin
            forward <= 1'b0;
        end
        if (buttons_debounced[4] && !buttons_prev[4]) begin
            backward <= 1'b1;
        end else begin
            backward <= 1'b0;
        end
    end
endmodule
==> /design/flow/constraint.sdc <==
current_design button_interface

set clk_period 1.8
set clk_io_pct 0.2

create_clock -name clk0 -period $clk_period [get_ports {clk}]

set non_clock_inputs [all_inputs -no_clocks]
set_input_delay [expr $clk_period * $clk_io_pct] -clock clk0 $non_clock_inputs
set_output_delay [expr $clk_period * $clk_io_pct] -clock clk0 [all_outputs]
==> /design/flow/run.sh <==
#!/bin/bash
# OpenROAD 26Q1-2900-gdf79404cd8, Yosys 0.63+post, stock flow scripts
make -C /OpenROAD-flow-scripts/flow DESIGN_CONFIG=/design/flow/config.mk WORK_HOME=/design/flow/orfs finish
==> /design/flow/config.mk <==
export PLATFORM = sky130hd
export DESIGN_NAME = button_interface
export DESIGN_NICKNAME = button_interface
export VERILOG_FILES = /design/flow/design.v
export SDC_FILE = /design/flow/constraint.sdc
export NUM_CORES = 4
export LEC_CHECK = 1
export CORE_AREA = 10 10 81 81
export DIE_AREA = 0 0 91 91
==> ci_impl_report.md <==
## Implementation flow summary

| Metric | Value |
|---|---|
| Via count | `294` |
| Cell Pwr Density | `775 mW/mm^2` |
| Post-CTS Hold Fix Bufs | `0` |
| Syn Std Cell Area | `544 sq um` |
| P_int | `500 uW` |
| Max-Cap Viols | `0` |
| Final Cycle Share | `86.0%` |
| CP arrival | `1.19 ns` |
| Tool warnings | `25` |
| Setup CP Type | `reg2out` |
| Vias in the first global route | `336` |
| Fin crit period | `1.55 ns` |
| FF-to-FF Start | `debounce_counter[0]$_DFFE_PN0N_` |
| Vias per std cell | `2.53` |
| Leakage | `0.000297 uW` |
| Dominant flop cell | `dfrtp_1` |
| Slew HR | `59.4%` |
| Final design utilization | `16.2%` |
| Sw Pwr | `105 uW` |
| Crit path DRT | `1.44 ns` |
| Largest net degree at the start of global routing | `15` |
| Gpl congestion | `0.646` |
| Cell breakdown of the critical path | `nor2b_1, clkdlybuf4s50_1` |
| Post-route ant nets | `0` |
| DR iter-0 viols | `15` |
| RSZ-0062 raised after global routing | `no` |
| Critical Path Stages | `2` |
| CP max stage cell | `clkdlybuf4s50_1` |
| Hold Path Class | `reg2reg` |
| Worst setup startpoint | `buttons_prev[1]$_DFF_PN0_` |
| Top cells by count | `dfrtp_1, mux2_2, nor2b_1` |
| Seq pwr share | `55.0%` |
| CTS tree | `yes` |
| Register bit total from synthesis | `15` |
| First-pass GRT wire length | `1.55 mm` |
| Switching fraction of total power | `17.3%` |
| Final Hold Vio Count | `0` |
| FFs w/ async S/R, synth | `93.3%` |
| Chip width | `91 um` |
| Top area contributor share | `64.4%` |
| Initial antenna violation count | `0` |
| Port Buffers | `11` |
| Main area contributors | `dfrtp_1, mux2_2, nor2b_1` |
| Chip height | `91 um` |
| Register pins left without a clock | `1` |
| Die ar. | `0.00828 sq mm` |
| Endpoint type of the worst setup path | `output port` |
| Peak VDD IR | `0.443 mV` |
| TritonCTS Buffers | `3` |
| # Cells Yosys | `35` |
| Unique masters post-synth | `13` |
| Largest area contributor in the netlist | `dfrtp_1` |
| # DRC | `0` |
| Syn_area_per_cell | `15.6 sq um` |
| DRT Pass-1 Iters | `2` |
| Clock transition at path regs | `0.05 ns` |
| Io pins | `12` |
| Starting Density | `11.3%` |
| Total grt overflow | `0` |
| Wire per inst | `7.36 um` |
| Cts repair resizes | `0` |
| Area growth syn-to-layout | `43.2%` |
| Most common cell in the synthesized netlist | `dfrtp_1` |
| Fill count | `547` |
| Clock latency on the worst-skew pair | `0.24 ns` |
| Total negative slack | `0 ns` |
| DRT Wirelength | `854 um` |
| Mapped Cells | `35` |
| Dpl hpwl | `701 um` |
| CP startpoint kind | `register` |
| CORE AREA | `0.00482 sq mm` |
| Yosys stat area | `544 sq um` |
| Clock buffer depth | `2` |
| Reg2reg path depth | `3` |
| Setup Skew | `0.00573 ns` |
| Clock power frac | `39.1%` |
| Worst Max-Slew Pin Slew | `0.607 ns` |
| Antenna diodes | `0` |
| YS warnings | `2` |
| Share of cells above drive strength 1 | `22.4%` |
| Root Driver | `clkbuf_8` |
| Row count | `25` |
| CP delay by family, top | `buffers and inverters` |
| Max stage delay on crit path | `0.49 ns` |
| CP Max Fanout | `2` |
| Slew Limit Fails | `0` |
| Outcome | `completed` |
| H-tree levels | `1` |
| Flop-to-flop setup slack | `0.47 ns` |
| Critical path buffers and inverters | `1` |
| Flip-flops with a built-in enable | `0` |
| Endpoints left unconstrained | `2` |
| CP endpoint | `volume_up` |
| Fmax | `646 MHz` |
| Setup bufs post-CTS | `0` |
| Comb power frac | `5.9%` |
| RR Endpoint | `buttons_debounced[3]$_DFFE_PN0P_` |
| GRT Total Usage | `2.25%` |
| Final tally of setup violations | `0` |
-- how the worst min path moves through the flow --
stage,start,to,cells past startpoint
CTS,buttons_debounced[2]$_DFFE_PN0P_,buttons_debounced[2]$_DFFE_PN0P_,1
global route,buttons_debounced[2]$_DFFE_PN0P_,buttons_debounced[2]$_DFFE_PN0P_,1
finish,buttons_debounced[0]$_DFFE_PN0P_,buttons_debounced[0]$_DFFE_PN0P_,1
-- worst register-to-register path, cell delays in order, from the launching register on --
cell     delay [ns]
dfrtp_1        0.41
ha_1           0.28
nand3_4        0.16
mux2_2         0.35
-- cell usage in the layout, fill, tap and decap left out --
cell type        instances
mux2_2                   6
clkbuf_8                 3
nand3_4                  1
and4b_2                  1
nor2b_1                  5
o21a_1                   1
dfrtp_1                 14
xor2_1                   1
nand3b_1                 1
inv_1                    1
clkdlybuf4s50_1         11
a21oi_1                  1
a31oi_1                  1
dlxtp_1                  1
ha_1                     1
-- kinds of logic after synthesis --
family | count (synthesis) | share of synthesized area, %
flip-flops | 14 | 64.4
adder cells (fa/ha/maj) | 1 | 2.30
AND/OR/NAND/NOR | 8 | 12.4
latches | 1 | 2.76
multiplexers | 6 | 12.4
XOR/XNOR | 1 | 1.61
buffers and inverters | 1 | 0.689
AND-OR/OR-AND | 3 | 3.45
-- per-stage QoR --
step / cells / hold WS (ns) / total power [uW] / setup slack (ns) / cell area, sq um
2_1_floorplan: 35 / 0.0644 / 344 / 0.566 / 544
3_3_place_gp: 113 / 0.480 / 374 / 0.477 / 738
3_5_place_dp: 113 / 0.485 / 375 / 0.480 / 738
4_1_cts: 116 / 0.498 / 616 / 0.225 / 779
5_1_grt: 116 / 0.516 / 641 / 0.155 / 779
6_report: 116 / 0.495 / 604 / 0.252 / 779
-- area by class of cell --
cell class	instances	area [sq um]	share of cell area [%]
multi-input cells	19	175	22.5
inverters	1	3.75	0.482
flip-flops and latches	15	365	46.9
clock buffers	3	41.3	5.30
well taps	67	83.8	10.8
repair buffers	11	110	14.1
-- per-layer routing --
metal / track usage [%] / part of all wire (%) / vias up / wire (um)
li1: - / - / 149 / -
met1: 2.85 / 47 / 135 / 403
met2: 2.92 / 39 / 10 / 336
met3: 1.91 / 13 / 0 / 114
met4: 0.261 / 0 / 0 / 0
met5: 0 / 0 / - / 0
-- sequential cells by signal, summed over array words and instances, names as in the netlist --
signal	flops
buttons_debounced	5
buttons_prev	5
debounce_counter	4
play_pause	1
-- power by group through the flow --
stage | Combinational (uW) | Sequential [uW] | Clock [uW]
after CTS | 37.2 | 332 | 247
after global routing | 40.3 | 334 | 267
final | 35.6 | 332 | 236
Power is estimated from default activity; no workload was simulated.
